## /design/flow/run.sh

```bash
#!/bin/bash
# OpenROAD 26Q1-2900-gdf79404cd8, Yosys 0.63+post, stock flow scripts
make -C /OpenROAD-flow-scripts/flow DESIGN_CONFIG=/design/flow/config.mk WORK_HOME=/design/flow/orfs finish
```

## /design/flow/config.mk

```make
export PLATFORM = sky130hd
export DESIGN_NAME = axi_master
export DESIGN_NICKNAME = axi_master
export VERILOG_FILES = /design/flow/design.v
export SDC_FILE = /design/flow/constraint.sdc
export NUM_CORES = 4
export LEC_CHECK = 1
export CORE_UTILIZATION = 50
```

## /design/flow/constraint.sdc

```tcl
current_design axi_master

set clk_period 7.5
set clk_io_pct 0.2

create_clock -name clk0 -period $clk_period [get_ports {clk}]

set non_clock_inputs [all_inputs -no_clocks]
set_input_delay [expr $clk_period * $clk_io_pct] -clock clk0 $non_clock_inputs
set_output_delay [expr $clk_period * $clk_io_pct] -clock clk0 [all_outputs]
```

## /design/flow/design.v

```verilog
module axi_master #(
    parameter ADDR_WIDTH = 32,     
    parameter DATA_WIDTH = 32      
)(
    input  wire                      clk,
    input  wire                      rst_n,      
    output reg  [ADDR_WIDTH-1:0]     awaddr,     
    output reg                       awvalid,    
    input  wire                      awready,    
    output reg  [DATA_WIDTH-1:0]     wdata,      
    output reg  [3:0]                wstrb,      
    output reg                       wvalid,     
    input  wire                      wready,     
    input  wire [1:0]                bresp,      
    input  wire                      bvalid,     
    output reg                       bready,     
    output reg  [ADDR_WIDTH-1:0]     araddr,     
    output reg                       arvalid,    
    input  wire                      arready,    
    input  wire [DATA_WIDTH-1:0]     rdata,      
    input  wire [1:0]                rresp,      
    input  wire                      rvalid,     
    output reg                       rready,     
    input  wire                      start_write,   
    input  wire                      start_read,    
    input  wire [ADDR_WIDTH-1:0]     addr_in,       
    input  wire [DATA_WIDTH-1:0]     data_in,       
    output reg  [DATA_WIDTH-1:0]     data_out,      
    output reg                       done,          
    output reg                       error          
);
localparam [2:0] IDLE        = 3'b000,   
                 WRITE_ADDR  = 3'b001,   
                 WRITE_DATA  = 3'b010,   
                 WRITE_RESP  = 3'b011,   
                 READ_ADDR   = 3'b100,   
                 READ_DATA   = 3'b101;   
reg [2:0] current_state;
reg [2:0] next_state;
reg [ADDR_WIDTH-1:0] addr_reg;
reg [DATA_WIDTH-1:0] data_reg;
always @(posedge clk or negedge rst_n) begin
    if (!rst_n) begin
        current_state <= IDLE;           
        addr_reg <= 32'h0;
        data_reg <= 32'h0;
    end else begin
        current_state <= next_state;     
        if (current_state == IDLE && (start_write || start_read)) begin
            addr_reg <= addr_in;
            data_reg <= data_in;
        end
    end
end
always @(*) begin
    next_state = current_state;
    case (current_state)
        IDLE: begin
            if (start_write) begin
                next_state = WRITE_ADDR;         
            end else if (start_read) begin
                next_state = READ_ADDR;          
            end else begin
                next_state = IDLE;               
            end
        end
        WRITE_ADDR: begin
            if (awvalid && awready) begin        
                next_state = WRITE_DATA;         
            end else begin
                next_state = WRITE_ADDR;         
            end
        end
        WRITE_DATA: begin
            if (wvalid && wready) begin          
                next_state = WRITE_RESP;         
            end else begin
                next_state = WRITE_DATA;         
            end
        end
        WRITE_RESP: begin
            if (bvalid && bready) begin          
                next_state = IDLE;               
            end else begin
                next_state = WRITE_RESP;         
            end
        end
        READ_ADDR: begin
            if (arvalid && arready) begin        
                next_state = READ_DATA;          
            end else begin
                next_state = READ_ADDR;          
            end
        end
        READ_DATA: begin
            if (rvalid && rready) begin          
                next_state = IDLE;               
            end else begin
                next_state = READ_DATA;          
            end
        end
        default: begin
            next_state = IDLE;
        end
    endcase
end
always @(posedge clk or negedge rst_n) begin
    if (!rst_n) begin
        awaddr  <= 32'h0;
        awvalid <= 1'b0;
        wdata   <= 32'h0;
        wstrb   <= 4'b0000;
        wvalid  <= 1'b0;
        bready  <= 1'b0;
        araddr  <= 32'h0;
        arvalid <= 1'b0;
        rready  <= 1'b0;
        data_out<= 32'h0;
        done    <= 1'b0;
        error   <= 1'b0;
    end else begin
        done <= 1'b0;
        error <= 1'b0;
        case (current_state)
            IDLE: begin
                awvalid <= 1'b0;
                wvalid  <= 1'b0;
                bready  <= 1'b0;
                arvalid <= 1'b0;
                rready  <= 1'b0;
            end
            WRITE_ADDR: begin
                awaddr  <= addr_reg;             
                awvalid <= 1'b1;                 
                if (awready) begin
                    awvalid <= 1'b0;             
                end
            end
            WRITE_DATA: begin
                wdata  <= data_reg;              
                wstrb  <= 4'b1111;               
                wvalid <= 1'b1;                  
                if (wready) begin
                    wvalid <= 1'b0;
                end
            end
            WRITE_RESP: begin
                bready <= 1'b1;                  
                if (bvalid) begin
                    if (bresp == 2'b00) begin    
                        done <= 1'b1;            
                    end else begin               
                        error <= 1'b1;
                    end
                    bready <= 1'b0;
                end
            end
            READ_ADDR: begin
                araddr  <= addr_reg;             
                arvalid <= 1'b1;                 
                if (arready) begin
                    arvalid <= 1'b0;
                end
            end
            READ_DATA: begin
                rready <= 1'b1;                  
                if (rvalid) begin
                    data_out <= rdata;           
                    if (rresp == 2'b00) begin    
                        done <= 1'b1;
                    end else begin               
                        error <= 1'b1;
                    end
                    rready <= 1'b0;
                end
            end
            default: begin
                awvalid <= 1'b0;
                wvalid  <= 1'b0;
                bready  <= 1'b0;
                arvalid <= 1'b0;
                rready  <= 1'b0;
            end
        endcase
    end
end
endmodule   
```

==> impl_metrics.xml <==
<?xml version="1.0" encoding="UTF-8"?>
<metrics>
  <group name="pwr">
    <metric name="irDropWorstVdd" unit="V">0.000260</metric>
    <metric name="power_frac_seq" unit="%">44.3</metric>
    <metric name="power.switching_fraction" unit="%">21.6</metric>
    <metric name="pwr-share-comb" unit="%">25.0</metric>
    <metric name="cell_internal_pwr" unit="uW">2710</metric>
    <metric name="pwr-share-clk" unit="%">30.7</metric>
    <metric name="power.density" unit="nW/um^2">312</metric>
    <metric name="post-layout-total-power" unit="uW">3460</metric>
    <metric name="power.switching" unit="uW">747</metric>
    <metric name="leakage" unit="uW">0.00517</metric>
  </group>
  <group name="clocking">
    <metric name="cts.sink_count" unit="">206</metric>
    <metric name="clock_path_buffers" unit="">3</metric>
    <metric name="clk_latency" unit="ns">0.49</metric>
    <metric name="postCtsResizedCells" unit="">0</metric>
    <metric name="clock-root-buffer" unit="">sky130_fd_sc_hd__clkbuf_16</metric>
    <metric name="clk_transition_reported_paths" unit="ns">0.06</metric>
    <metric name="post_cts_buffers" unit="">0</metric>
    <metric name="cts_hold_buffers" unit="">0</metric>
    <metric name="numCtsBuffers" unit="">22</metric>
    <metric name="htree_levels" unit="">1</metric>
    <metric name="tritoncts" unit="">yes</metric>
  </group>
  <group name="logic_synthesis">
    <metric name="synthesis.instances" unit="">463</metric>
    <metric name="synth_cell_count_leaders" unit="">sky130_fd_sc_hd__dfrtp_1, sky130_fd_sc_hd__mux2_2, sky130_fd_sc_hd__buf_2, sky130_fd_sc_hd__nand2_1</metric>
    <metric name="ys_ff" unit="">206</metric>
    <metric name="cell_with_the_most_instances_after_synthesis" unit="">sky130_fd_sc_hd__dfrtp_1</metric>
    <metric name="syn_area" unit="sq um">7760</metric>
    <metric name="synth-seq-area-share" unit="%">66.5</metric>
    <metric name="edf_count" unit="">0</metric>
    <metric name="ys_dominant_reg_cell" unit="">sky130_fd_sc_hd__dfrtp_1</metric>
    <metric name="area_figure_in_the_yosys_stat_output" unit="sq um">7760</metric>
    <metric name="synth.largest_area_cell" unit="">sky130_fd_sc_hd__dfrtp_1</metric>
    <metric name="synth.lib_cells_used.distinct" unit="">22</metric>
    <metric name="synthTopCellsByArea" unit="">sky130_fd_sc_hd__dfrtp_1, sky130_fd_sc_hd__mux2_2, sky130_fd_sc_hd__buf_2</metric>
    <metric name="synthesis.area_per_instance" unit="sq um">16.8</metric>
    <metric name="synth-cells-yosys" unit="">463</metric>
    <metric name="proportion_of_synthesized_flip_flops_having_asynchronous_set_or_reset" unit="%">100</metric>
    <metric name="yosys_warnings" unit="">1</metric>
    <metric name="top_area_cell_share" unit="%">66.1</metric>
  </group>
  <group name="job">
    <metric name="max-cap-violations" unit="">0</metric>
    <metric name="number_of_warnings_the_tools_reported" unit="">28</metric>
  </group>
  <group name="critical_path">
    <metric name="critPathSlowestCell" unit="">sky130_fd_sc_hd__clkdlybuf4s50_1</metric>
    <metric name="worst-setup-path-type" unit="">flop to output pin</metric>
    <metric name="cp_num_buf_inv" unit="">1</metric>
    <metric name="crit_path_max_incr_delay" unit="ns">0.53</metric>
    <metric name="critPathArrivalTime" unit="ns">1.40</metric>
    <metric name="end_kind" unit="">output pin</metric>
    <metric name="critical_path.startpoint_type" unit="">flop</metric>
    <metric name="worstPathRequired" unit="ns">6.00</metric>
    <metric name="path_cells" unit="">clkdlybuf4s50_1</metric>
    <metric name="critical_path_peak_fanout" unit="">4</metric>
    <metric name="path_delay_family" unit="">buffers and inverters</metric>
  </group>
  <group name="layout">
    <metric name="fillcell_total" unit="">940</metric>
    <metric name="layoutNonFillerInstCount" unit="">916</metric>
    <metric name="syn2layout_area_growth" unit="%">43.0</metric>
    <metric name="drive_above_1_share" unit="%">33.1</metric>
  </group>
  <group name="outcome">
    <metric name="run_status" unit="">finished, final reports clean</metric>
  </group>
  <group name="detailed_routing">
    <metric name="initialDrtViolationCount" unit="">113</metric>
    <metric name="post-route-drc-count" unit="">0</metric>
    <metric name="vias" unit="">4665</metric>
    <metric name="num_antenna_cells" unit="">0</metric>
    <metric name="detail_route.vias_per_cell" unit="">5.09</metric>
    <metric name="detail_route.first_pass.iterations" unit="">3</metric>
    <metric name="drt-total-wl" unit="um">16600</metric>
    <metric name="final_antenna_net_count" unit="">0</metric>
    <metric name="route.detailed.wl_per_inst" unit="um">18.1</metric>
  </group>
  <group name="placed_design">
    <metric name="place_hpwl" unit="um">11000</metric>
    <metric name="post_place_cells" unit="">878</metric>
    <metric name="portBuffers" unit="">247</metric>
    <metric name="globalplace.congestion" unit="">0.804</metric>
    <metric name="post-place-ws" unit="ns">4.35</metric>
  </group>
  <group name="timing">
    <metric name="final_min_period_over_clock_period" unit="%">38.7</metric>
    <metric name="timing.final.ws_setup" unit="ns">4.60</metric>
    <metric name="max_freq" unit="GHz">0.345</metric>
    <metric name="final_hold_viol_count" unit="">0</metric>
    <metric name="final-max-slew-violation-count" unit="">0</metric>
    <metric name="setup_viol" unit="">0</metric>
    <metric name="transition_time_at_the_pin_with_the_least_slew_margin" unit="ns">0.771</metric>
    <metric name="slew-limit-headroom" unit="%">48.4</metric>
    <metric name="finalCriticalPeriod" unit="ns">2.90</metric>
    <metric name="setup_repair_after_global_routing_missed_its_margin" unit="">false</metric>
    <metric name="final_total_negative_setup_slack" unit="ns">0</metric>
    <metric name="clock-skew-final" unit="ns">0.00877</metric>
  </group>
  <group name="global_route">
    <metric name="grt_pass1_vias" unit="">4638</metric>
    <metric name="global_route_wire_length_before_repair" unit="um">26200</metric>
    <metric name="global_route.usage.total" unit="%">22.3</metric>
    <metric name="grt_antenna_before_repair" unit="">0</metric>
    <metric name="grt_start_max_net_pins" unit="">120</metric>
    <metric name="overflow" unit="">0</metric>
  </group>
  <group name="die">
    <metric name="fp.dieArea" unit="sq um">16000</metric>
    <metric name="fp.dieW" unit="um">127</metric>
    <metric name="fp-utilization" unit="%">51.2</metric>
    <metric name="ios" unit="">248</metric>
    <metric name="fp.dieH" unit="um">127</metric>
    <metric name="core" unit="sq um">15100</metric>
    <metric name="placement_rows" unit="">45</metric>
  </group>
  <group name="min_path">
    <metric name="worstHoldPathType" unit="">flop to flop</metric>
  </group>
</metrics>
final timing paths:
path | start | endpoint | slack (ns) | cells after the start
max in group asynchronous | rst_n | wdata[15] | 5.36 | 2
worst max-delay path | bready | bready | 4.60 | 1
worst max register to register | current_state[1] | rready | 5.78 | 3
worst min register to register | data_reg[15] | data_reg[15] | 0.49 | 1
worst min-delay path | data_reg[15] | data_reg[15] | 0.49 | 1
min in group asynchronous | rst_n | data_out[17] | 1.06 | 1
power by group through the flow:
stage	sequential, uW	combinational [uW]	clock, uW
after CTS	1530	881	1090
after global routing	1560	935	1140
final	1530	866	1060
worst reg2reg max path: stages, from the launching register on:
cell and delay, ns:
sky130_fd_sc_hd__dfrtp_2 0.55, sky130_fd_sc_hd__buf_4 0.31, sky130_fd_sc_hd__nor4_1 0.36, sky130_fd_sc_hd__mux2_2 0.37
metal layers:
layer | share of wire (%) | vias up | track usage [%]
met4 | 1.9 | 0 | 4.25
li1 | - | 2157 | -
met2 | 47 | 173 | 33.2
met3 | 9.3 | 26 | 6.62
met1 | 42 | 2309 | 35.3
met5 | 0 | - | 0
cells by family after synthesis:
logic type | after synthesis | share of synthesized area, %
buffers and inverters | 28 | 2.24
flip-flops | 206 | 66.5
multiplexers | 197 | 28.6
AND/OR/NAND/NOR | 23 | 1.56
AND-OR/OR-AND | 9 | 1.15
cell type report:
cell class	instances	area [sq um]	share of cell area (%)
sequential	206	5160	46.5
timing repair buffer	253	2530	22.8
multi-input combinational	229	2430	21.9
clock buffer	32	669	6.03
tap	188	235	2.12
clock inverter	6	61.3	0.553
inverter	2	7.51	0.0677
metrics by stage:
step / area [sq um] / hold WS [ns] / util, %
2_1_floorplan: 7760 / 0.454 / -
3_3_place_gp: 10400 / 0.469 / 68.4
3_5_place_dp: 10400 / 0.479 / 68.4
4_1_cts: 11100 / 0.492 / 73.3
5_1_grt: 11100 / 0.504 / 73.3
6_report: 11100 / 0.487 / 73.3
cell usage in the layout, fill, tap and decap left out, drive strengths merged:
cell type and instances:
nor4 5, nand2 7, o311ai 1, buf 6, nand3 2, dfrtp 205, o32ai 1, nor2 2
clkdlybuf4s50 246, o21ai 1, clkinv 4, or2 2, mux2 197, inv 3, o22ai 1, a22o 1
bufinv 1, dfstp 1, nor2b 5, a32o 4, clkbuf 33
Power and IR drop assume default switching activity.
